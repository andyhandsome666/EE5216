[flow/design.v]
module phase_detector(clk_ref,clk_div,rst_n,clk_dco,lead,lag);
output reg lead,lag;
input clk_ref,clk_div,clk_dco;
input rst_n;
wire ff_rst;
assign ff_rst = ~(lag & lead); 
always @(posedge clk_ref or negedge ff_rst or negedge rst_n)
begin
    if (~rst_n) begin 
        lag<=1'b0;
    end else if (~ff_rst) begin 
        lag <= 1'b0;
    end else begin 
        lag <= 1'b1;
    end
end
always @( posedge clk_div or negedge ff_rst or negedge rst_n )
begin
    if (~rst_n) begin 
        lead<=1'b0;
    end else if (~ff_rst) begin 
        lead <= 1'b0;
    end else begin 
        lead <= 1'b1;
    end
end 
endmodule
module DCO(enable, clk_dco , rst_n ,alpha_next,alpha);
    input enable;
    input rst_n;
    input [3:0] alpha;
    input [3:0] alpha_next;
    reg [14:0] lambda;
    wire [14:0] w;
    wire t;
    wire clk_tmp;
    output wire clk_dco;
    parameter buffer = 10'd14;
    parameter delay_group = 10'd82;
    wire [delay_group:0] d;
    always @(posedge clk_dco or negedge rst_n) begin
        if (!rst_n) begin
            lambda=15'b000000000000001;
        end
        else if (alpha == alpha_next) begin
            case (alpha)
                4'd1: lambda=15'b000000000000001;
                4'd2: lambda=15'b000000000000010;
                4'd3: lambda=15'b000000000000100;
                4'd4: lambda=15'b000000000001000;
                4'd5: lambda=15'b000000000010000;
                4'd6: lambda=15'b000000000100000;
                4'd7: lambda=15'b000000001000000;
                4'd8: lambda=15'b000000010000000;
                4'd9: lambda=15'b000000100000000;
                4'd10: lambda=15'b000001000000000;
                4'd11: lambda=15'b000010000000000;
                4'd12: lambda=15'b000100000000000;
                4'd13: lambda=15'b001000000000000;
                4'd14: lambda=15'b010000000000000;
                4'd15: lambda=15'b100000000000000;
                default : lambda=15'b000000000000001;
            endcase
        end 
    end
    NAND2X2 F0( .A(enable) ,.B(t) ,.Y(d[0]));
    BUFX3 A0( .A (d[delay_group]), .Y (w[0]) );
    genvar i;    
    generate
        for (i = 0; i < buffer; i = i + 1) begin:loop1
            CLKBUFX20 A1( .A (w[i]), .Y (w[i+1]) );
            TBUFX20 D0( .A (w[i]), .Y (t) , .OE(lambda[i]) );
        end
	TBUFX20 D1( .A (w[buffer]), .Y (t) , .OE(lambda[buffer]) );
    endgenerate
    generate
        for (i = 0; i < delay_group; i = i + 1) begin:loop3
            CLKBUFX4 C1(.A(d[i]), .Y(d[i+1]));
        end
    endgenerate
    assign clk_tmp = ~t;
    assign clk_dco = ~t || clk_tmp ;
endmodule
module controller(lead,lag,alpha,alpha_next,rst_n,clk_ref,clk_dco);
input lead,lag,rst_n,clk_ref,clk_dco;
output reg [3:0] alpha;
output reg [3:0] alpha_next;
reg [5:0] counter,counter_tmp; 
always @(posedge clk_ref or negedge rst_n) begin
        if (~rst_n) begin
            alpha_next = 4'd1; 
        end else if (lead) begin
            if(counter == 63) begin
            alpha_next = alpha + 4'd1;
            end
        end else if (~lead) begin
            if(counter == 63) begin
            if (alpha == 4'd1) begin
                alpha_next = 4'd1;
            end else begin
                alpha_next = alpha - 4'd1;
            end 
            end
        end
    end
    always @(negedge clk_ref or negedge rst_n) begin
        if(~rst_n) begin
            counter <= 6'd0;
        end else
            counter <= counter + 1;
    end
    always @(negedge clk_dco or negedge rst_n) begin
        if(~rst_n) begin
            alpha <= 4'd1;
        end
        else begin
            alpha <= alpha_next; 
        end
    end
endmodule
module frequency_divider (  clk_out ,  clk_in  ,  rst_n  ,  N);
    reg [6:0]cnt_tmp;
    reg clk_tmp;
    reg [6:0]cnt;
    input [6:0]N;
	input clk_in;
	input rst_n;
	output reg clk_out;
always@*
    if( cnt == N>>1)
        begin
            cnt_tmp = 7'b1;
            clk_tmp = ~clk_out;
        end
    else
        begin
            cnt_tmp = cnt + 1;
            clk_tmp = clk_out;
        end
always@(posedge clk_in or negedge rst_n)
    if(~rst_n)
        begin
            cnt <= 7'b0;
            clk_out <= 1'b0;
        end
    else
        begin
            cnt <= cnt_tmp;
            clk_out <= clk_tmp;
        end
endmodule
module PLL (clk,N,clk_dco,rst_n,enable,clk_div,lead,lag,alpha_next,alpha);
    input rst_n;
    input clk;
    input [6:0] N;
    input enable;
    output lead;
    output [3:0] alpha;
    output clk_dco;
    output clk_div;
    output lag;
    output [3:0]alpha_next;
    phase_detector  U0(  .clk_ref(clk)  ,
                         .clk_div(clk_div)  ,
                         .lead(lead),
                         .rst_n(rst_n)  ,
                         .clk_dco(clk_dco) ,
                         .lag(lag));
    frequency_divider  U1(  .clk_out(clk_div)  ,  
                            .clk_in(clk_dco)  ,  
                            .rst_n(rst_n) ,
                            .N(N));
    controller      U2(  .lead(lead),  
                         .lag(lag),  
                         .alpha(alpha),  
                         .alpha_next(alpha_next),  
                         .rst_n(rst_n), 
                         .clk_ref(clk),
                         .clk_dco(clk_dco));
    DCO             U3(  .enable(enable)  ,
                         .clk_dco(clk_dco) ,
                         .rst_n(rst_n),
                         .alpha_next(alpha_next),
                         .alpha(alpha));
endmodule
[flow/run.sh]
#!/bin/bash
# OpenROAD 26Q1-2900-gdf79404cd8, Yosys 0.63+post, stock flow scripts
make -C /OpenROAD-flow-scripts/flow DESIGN_CONFIG=/design/flow/config.mk WORK_HOME=/design/flow/orfs finish
[flow/config.mk]
export PLATFORM = sky130hd
export DESIGN_NAME = controller
export DESIGN_NICKNAME = controller
export VERILOG_FILES = /design/flow/design.v
export SDC_FILE = /design/flow/constraint.sdc
export NUM_CORES = 4
export LEC_CHECK = 1
export CORE_AREA = 10 10 84 84
export DIE_AREA = 0 0 94 94
[flow/constraint.sdc]
current_design controller

set clk_period 1.0
set clk_io_pct 0.2

create_clock -name clk0 -period $clk_period [get_ports {clk_dco}]
create_clock -name clk1 -period $clk_period [get_ports {clk_ref}]

set non_clock_inputs [all_inputs -no_clocks]
set_input_delay [expr $clk_period * $clk_io_pct] -clock clk0 $non_clock_inputs
set_output_delay [expr $clk_period * $clk_io_pct] -clock clk0 [all_outputs]
==> qor.yml <==
setup_path:
  critical_path_class: "reg2reg"
  cp_num_cells: 4
  rr_startpoint: "alpha[0]$_DFF_NN1_"
  crit_path_top_delay_cell: "or4_4"
  reg2reg_slack_ps: -970
  worst_r2r_endpoint: "alpha_next[3]$_DFFE_PN0N_"
  cp-start-kind: "register"
  crit_arrival_ps: 2120
  critPathBufInv: 1
  cp_slowest_stage_delay_ps: 500
  worstSetupEndpointType: "register"
  crit_chain: "buf_6 > or4_4 > o22a_1 > a22oi_1"
  worstRegToRegCells: 4
  worstPathRequired_ps: 1150
  cp_top_family: "simple AND/OR/NAND/NOR gates"
  critPathMaxFanout: 5
logic_synthesis:
  synthesis.area_um2: 624.3
  top_area_share_pct: 36.07
  ys_chip_area_um2: 624.3
  avgSynthCellArea_um2: 12.01
  synth.distinct_cells: 24
  ys.warnings.count: 1
  syn_inst: 52
  largest_area_cell: "dfrtn_1"
  ys_seq_share_pct: 56.51
  synth.area.top_cells: "dfrtn_1 (36%), dfrtp_1 (12%), dfstp_2 (8.4%)"
  ys_ff: 14
  ys_cells: 52
pwr:
  leakagePower_nw: 0.5507
  pwr_density_cell_nw_per_um2: 1148
  ir_drop_v: 0.0005350
timing:
  timing.final.hold_violations: 0
  maxSlewViolCount: 0
  fin_skew_ps: 20.07
  worst_pin_slew_ps: 255.7
  slew_headroom_pct: 82.77
  holdWs_ps: 356.5
  grt_setup_unrepaired: "true"
  finalSetupViolCount: 17
  setup_ws_ps: -971.4
place:
  io_buffers: 10
  gp_congestion: 0.7875
  dp.final_hpwl_mm: 1.183
status:
  failed_checks: "negative setup slack"
  status: "finished, violations left"
global_routing:
  grt_overflow_total: 0
  grt_max_degree: 14
  grt_antenna_before_repair: 0
  grtUsageTotal_pct: 4.469
  grt_pass1_vias: 650
  grt_first_pass_wirelength_mm: 3.160
layout:
  utilization_pct: 24.21
  syn_to_final_growth_pct: 101.8
  fill_cells: 534
  drive_gt1_share_pct: 59.60
floorplan:
  chipArea_um2: 8836
  core_um2: 5205
  die_w_um: 94
  die_y_um: 94
  ios: 13
  fp-row-count: 26
  initial_core_util_pct: 12.00
routing:
  drtAntennaViolNets: 0
  viasPerCell: 3.361
  diodes: 0
  drcViolationCount: 0
  wl_mm: 1.813
  num_vias: 568
  wl_per_cell_um: 10.73
  drt_iter0_markers: 34
  drt_pre_antenna_iters: 4
clock_network:
  clock-sinks: 14
  cts.clk_slew.worst_paths_ps: 50
  cts_tree: "built"
job:
  warnings: 33
  maxCapViolations: 0
worst_hold_path:
  hp-class: "in2async"
[cell type report]
| class | instances | area, um2 | area share (%) |
|---|---|---|---|
| Multi-Input combinational cell | 32 | 335.3 | 26.61 |
| Clock inverter | 1 | 3.754 | 0.2979 |
| Inverter | 5 | 18.77 | 1.490 |
| Timing Repair Buffer | 39 | 371.6 | 29.49 |
| Clock buffer | 8 | 90.09 | 7.150 |
| Sequential cell | 14 | 352.8 | 28.00 |
| Tap cell | 70 | 87.58 | 6.951 |
[through the flow]
step	cell area, um2	std cells	setup WS [ps]	TNS, ps	power, mW
final	1260	169	-971.4	-7105	1.447
after global routing	1260	169	-1059	-7868	1.527
after CTS	1207	168	-965.2	-6891	1.463
after detailed placement	937.1	146	-958.0	-8300	0.6594
after global placement	937.1	146	-903.5	-8208	0.6591
after floorplan	631.9	52	-859.5	-3870	0.6104
[synthesized netlist by cell type]
library cell and number:
a211oi_1 1, nand2_1 1, inv_1 6, nand2b_1 1
ha_1 4, xnor2_1 3, or4_4 1, and2_1 1
o21ai_0 3, xor2_1 2, or2_2 2, mux2_2 1
o22a_1 1, o31ai_1 2, dfrtn_1 9, o21a_1 1
and2b_1 1, nor2_1 1, nand4_1 2, dfrtp_1 3
a311oi_1 1, dfstp_2 2, a22oi_1 1, nand3_1 2
[cells in the final DEF (no fill, tap or decap)]
master / instances
a211oi_2: 1
a22oi_1: 1
a311oi_2: 1
and2_1: 1
and2b_1: 1
buf_12: 1
buf_2: 2
buf_4: 15
buf_6: 17
clkbuf_1: 2
clkbuf_8: 6
clkdlybuf4s50_1: 2
dfrtn_1: 9
dfrtp_1: 3
dfstp_2: 2
dlygate4sd2_1: 2
ha_1: 1
ha_2: 2
ha_4: 1
inv_1: 5
inv_2: 1
mux2_4: 1
nand2_1: 1
nand2b_4: 1
nand3_2: 1
nand3_4: 1
nand4_1: 2
nor2_4: 1
o21a_1: 1
o21ai_0: 1
o21ai_1: 2
o22a_1: 1
o31ai_2: 1
o31ai_4: 1
or2_2: 1
or2_4: 1
or4_4: 1
xnor2_1: 3
xor2_1: 2
[power by group]
part	switching [mW]	internal (mW)
Sequential	0.00247	0.576
Combinational	0.0307	0.0395
Clock	0.242	0.556
Total	0.276	1.17
[routing by layer]
layer  vias up  wire [um]  track usage [%]
met2        17        842            6.509
met1       277        803            5.632
met4         0          0           0.7595
met3         0        167            2.666
met5         -          0                0
li1        274          -                -
[worst max path at each step]
stage                               from                   endpoint  slack [ps]
final                 alpha[0]$_DFF_NN1_  alpha_next[3]$_DFFE_PN0N_        -970
after global routing  alpha[0]$_DFF_NN1_  alpha_next[2]$_DFFE_PN0N_       -1060
after CTS             alpha[0]$_DFF_NN1_  alpha_next[2]$_DFFE_PN0N_        -970
[cell families after synthesis]
family | share of synthesized area, %
fa+ha+maj | 8.016
mux | 1.803
simple gates | 11.82
buf+inv | 3.607
flops | 56.51
compound gates | 11.22
xor+xnor | 7.015
[registers in the layout, summed over array words and instances, names as in the netlist]
| register | flops |
|---|---|
| alpha_next | 4 |
| counter | 6 |
| alpha | 4 |
[worst register-to-register path: stages (launching register included)]
cell	delay [ps]
dfstp_2	380
buf_6	120
or4_4	500
o22a_1	220
a22oi_1	130
[what timing repair did]
action,CTS,global route
gates cloned,0,0
resized,41,11
setup endpoints to repair,18,17
hold buffers,0,0
setup buffers,15,1
pin swaps,8,2
Power figures rest on the tool's default switching activity, not on a simulated workload.
